### design/flow/config.mk
export PLATFORM = sky130hd
export DESIGN_NAME = ALSU
export DESIGN_NICKNAME = ALSU
export VERILOG_FILES = /design/flow/design.v
export SDC_FILE = /design/flow/constraint.sdc
export NUM_CORES = 4
export LEC_CHECK = 1
export CORE_UTILIZATION = 40
### design/flow/constraint.sdc
current_design ALSU

set clk_period 4.2
set clk_io_pct 0.2

create_clock -name clk0 -period $clk_period [get_ports {clk}]

set non_clock_inputs [all_inputs -no_clocks]
set_input_delay [expr $clk_period * $clk_io_pct] -clock clk0 $non_clock_inputs
set_output_delay [expr $clk_period * $clk_io_pct] -clock clk0 [all_outputs]
### design/flow/design.v
module ALSU(A,B,opc,cin,sin,dir,ropA,ropB,bpA,bpB,clk,rst,out,leds);
parameter INPUT_PRIORITY = "A";
parameter FULL_ADDER = "ON";
input [2:0] A, B ;
input [2:0] opc;
input cin,sin,dir,ropA,ropB,bpA,bpB,clk,rst;
output  [15:0] leds;
output  [5:0] out;
reg [2:0] A_tmp , B_tmp , opcode_tmp;
reg cin_tmp , sin_tmp , dir_tmp, ropA_tmp , ropB_tmp , bpA_tmp , bpB_tmp ;
reg [15:0]  leds_tmp;
reg [5:0] out_tmp ;
always @(posedge clk or posedge rst) begin
    if (rst)begin
        A_tmp <= 0; 
        B_tmp <= 0; 
        opcode_tmp <= 0;
        cin_tmp <= 0;
        sin_tmp <= 0;
        dir_tmp <= 0;
        ropA_tmp <= 0;
        ropB_tmp <= 0;
        bpA_tmp <= 0;
        bpB_tmp <= 0;
        out_tmp <= 6'b0;
        leds_tmp <= 16'b0;
    end 
    else begin
        A_tmp <= A; 
        B_tmp <= B; 
        opcode_tmp <= opc;
        cin_tmp <= cin;
        sin_tmp <= sin;
        dir_tmp <= dir;
        ropA_tmp <= ropA;
        ropB_tmp <= ropB;
        bpA_tmp <= bpA;
        bpB_tmp <= bpB;
        if (rst)begin
            out_tmp <= 16'b0;
        end
        else  if (bpA_tmp && !bpB_tmp) out_tmp <= A_tmp;
        else if (bpB_tmp && !bpA_tmp) out_tmp <= B_tmp;
        else if (bpA_tmp && bpB_tmp) begin
            if (INPUT_PRIORITY == "A") out_tmp <= A_tmp;
            else if (INPUT_PRIORITY == "B") out_tmp <= B_tmp;
        end
        else begin
            case (opcode_tmp)
                3'b000: if (ropA_tmp) out_tmp <= &A_tmp;
                else if (ropB_tmp) out_tmp <= &B_tmp;
                else out_tmp <= A_tmp & B_tmp ;
                3'b001: if (ropA_tmp) out_tmp <= ^A_tmp;
                else if (ropB_tmp) out_tmp <= ^B_tmp;
                else out_tmp <= A_tmp ^ B_tmp ;
                3'b010: if (FULL_ADDER == "ON") out_tmp <= A_tmp + B_tmp + cin_tmp;
                else out_tmp <= A_tmp + B_tmp ;
                3'b011: out_tmp <= A_tmp * B_tmp ;
                3'b100: if (dir_tmp) out_tmp <= {out_tmp[4:0],sin_tmp};
                else out_tmp <= {sin_tmp,out_tmp[5:1]};
                3'b101:if (dir_tmp) out_tmp <= {out_tmp[4:0],out_tmp[5]};
                else out_tmp <= {out_tmp[0],out_tmp[5:1]};
                3'b110 | 3'b111:if (bpA_tmp && !bpB_tmp) out_tmp <= A_tmp;
                else if (bpB_tmp && !bpA_tmp) out_tmp <= B_tmp; 
                else if (bpA_tmp && bpB_tmp) begin
                    if (INPUT_PRIORITY == "A") out_tmp <= A_tmp;
                    else if (INPUT_PRIORITY == "B") out_tmp <= B_tmp;
                end
                else begin
                    out_tmp <= 6'b0;
                    if (opcode_tmp == 3'b110 | opcode_tmp== 3'b111 ) leds_tmp <= ~leds_tmp;
                    else leds_tmp <= 16'b0;
                end
                default: out_tmp <= 6'b0 ;
            endcase
        end    
    end    
end
assign out = out_tmp;
assign leds = leds_tmp;
endmodule
### design/flow/run.sh
#!/bin/bash
# OpenROAD 26Q1-2900-gdf79404cd8, Yosys 0.63+post, stock flow scripts
make -C /OpenROAD-flow-scripts/flow DESIGN_CONFIG=/design/flow/config.mk WORK_HOME=/design/flow/orfs finish
==> changes_impl.md <==
### Physical design

- Yosys Chip Area: 1860 um^2
- Die height: 70.2 um
- Status: finished clean
- CP Data Required Time: 4.33 ns
- Max frequency: 387 MHz
- CTS tree: done
- DRT Wirelength: 3580 um
- CTS Buf Count: 5
- Leakage: 1.10 nW
- Adder share: 0.113
- Kind of critical path: in -> reg
- Overall routing resource usage: 0.170
- Setup Buffers After CTS: 0
- Startpoint class of the critical path: input port
- Synthesis-to-layout area growth: 28.1%
- Post-synth regs: 38
- OpenROAD warning count: 26
- Clock Skews: 0.00512 ns
- Simple-gate area share of the yosys netlist: 0.0896
- Avg Inst Size Synth: 12.3 um^2
- Slowest stage delay, CP: 0.82 ns
- Total number of vias: 1251
- # Cells Yosys: 151
- Compound-Gate Fraction of Synth Area: 0.0997
- Initial DRC count: 40
- CP Capture Type: register
- Top logic family: adder cells
- Fp_density: 0.421
- Post-route DRC: 0
- Post-DR wirelength/cell: 14.5 um
- Post-synth top area share: 0.512
- Max Cap Viol: 0
- Most common cell in the netlist: dfrtp_1
- Commonest cells post-synth: 38 x dfrtp_1, 16 x xor2_1, 12 x ha_1
- First-pass GRT wire length: 6400 um
- RePlAce Congestion: 0.850
- Final Hold Viols: 0
- CP bufs+invs: 1
- Post-synth EDFFs: 0
- Slew Viols, Final: 0
- Async SR Flop Fraction: 1.00
- Number of H-tree levels: 2
- Slew @ Worst Pin: 0.847 ns
- Tmin final: 2.58 ns
- Slowest stage cell, crit path: and4_1
- Final setup violation count: 0
- Worst-path fanout max: 16
- XOR Share, Synth: 0.0990
- Antenna-violating nets left: 0
- Mapped Area: 1860 um^2
- Finished Core Util: 0.539
- Area leader, netlist: dfrtp_1
- Seq/Total Area, Yosys: 0.512
- Synth warnings: 1
- N_diodes: 0
- Die area: 4920 um^2
- Largest net degree at the start of global routing: 39
- Total grt overflow: 0
- Synth cell types: 37
- Main area contributors: dfrtp_1 51%, ha_1 8.1%, xor2_1 7.5%
- Post-CTS Hold Buffers: 0
- Post_cts resized: 0
- Worst vdd ir: 0.238 mV
- Die X: 70.2 um
- CTS max path bufs: 2
- RSZ-0062 raised after global routing: no
- CP delay by family, top: simple AND/OR/NAND/NOR gates
- Slew HR: 0.435
- Top_reg_cell synth: dfrtp_1
- Row count: 24
- CP Cell Sequence: clkdlybuf4s50_1 > nor3_1 > and4_1 > xor2_1
- Hold Path Class: reg -> reg
- CTS sink count: 38
- Vias in the first global route: 1338
- Initial antenna violation count: 0
- Setup TNS: 0 ns
- DR vias/cell: 5.09
- HPWL after DPL: 2660 um
- Core footprint: 4410 um^2
- Port Buf Inserts: 39
- PwrDens: 429 nW/um^2
- Placed Area: 2290 um^2
- Root buffer cell: clkbuf_8
- Share of the clock period used by the worst path: 0.615
- Router iterations before antenna repair: 4
- Share of cells above drive strength 1: 0.0670
- Area fraction in mux cells: 0.0599
- Final instance area: 2380 um^2
- Clk latency late pin: 0.29 ns
- CP arrival: 2.71 ns
- Num ports: 40
- Post-Syn Instances: 151
- Clk slew on worst S/H paths: 0.07 ns
- # fillers: 365
[path summary, 6_finish.rpt]
path	slack, ns	depth (start not counted)	start	end
worst max-delay path	1.62	4	rst	leds_tmp[11]
worst min-delay path	0.47	1	leds_tmp[7]	leds_tmp[7]
worst max register to register	1.82	8	A_tmp[1]	out_tmp[3]
worst min register to register	0.47	1	leds_tmp[7]	leds_tmp[7]
max in group asynchronous	2.76	3	rst	A_tmp[2]
min in group asynchronous	1.10	3	rst	sin_tmp
[per-layer routing]
metal	track usage	routed length, um
met3	0.0336	129
met4	0.0178	34
met1	0.280	1760
met5	0	0
met2	0.254	1650
[cells by family (layout without fill, tap and decap cells)]
logic type	count (synthesis)	count (layout)
and+or+nand+nor	31	31
xor gates and xnor gates	21	21
adders and majority gates	15	15
AOI/OAI and AO/OA	25	25
DFF	38	38
buffers and inverters	10	53
muxes	11	11
[placed cells by master, fill, tap and decap left out, types with 4 or more instances in the layout]
cell,count
nor2_1,7
xor2_1,16
a21oi_1,4
and2_1,7
inv_1,5
nand2_1,7
clkbuf_8,6
clkdlybuf4s50_1,39
mux2i_1,10
ha_1,12
dfrtp_1,38
o21ai_0,4
xnor2_1,5
[per-stage QoR]
| step | power, W | cells | hold slack (ns) | worst slack, ns |
|---|---|---|---|---|
| 2_1_floorplan | 0.000588 | 151 | 0.420 | 2.03 |
| 3_3_place_gp | 0.000770 | 238 | 0.459 | 1.46 |
| 3_5_place_dp | 0.000778 | 238 | 0.456 | 1.34 |
| 4_1_cts | 0.00104 | 246 | 0.470 | 1.62 |
| 5_1_grt | 0.00110 | 246 | 0.487 | 1.46 |
| 6_report | 0.00102 | 246 | 0.466 | 1.62 |
[cell type report]
| type | instances | area (um^2) | area share |
|---|---|---|---|
| multi-input cells | 103 | 857 | 0.360 |
| clock buffers | 7 | 86.3 | 0.0363 |
| well taps | 52 | 65.1 | 0.0273 |
| clock inverters | 1 | 5.00 | 0.00210 |
| inverters | 5 | 18.8 | 0.00788 |
| repair buffers | 40 | 398 | 0.167 |
| flip-flops and latches | 38 | 951 | 0.399 |
[sequential cells by signal, summed over array words and instances, names as in the netlist]
signal and count:
ropA_tmp 1, opcode_tmp 3, ropB_tmp 1, sin_tmp 1, bpB_tmp 1, dir_tmp 1
leds_tmp 16, cin_tmp 1, A_tmp 3, bpA_tmp 1, B_tmp 3, out_tmp 6
[report_power, final]
group,internal (W),total (W),switching (W)
Sequential,0.000448,0.000517,0.0000691
Clock,0.000132,0.000254,0.000121
Combinational,0.000189,0.000251,0.0000616
Power is estimated from default activity; no workload was simulated.
